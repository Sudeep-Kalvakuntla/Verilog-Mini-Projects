==> design.v <==
module ram #(
    parameter Width = 8,
    Depth = 16
) (
    input clk,
    input wrEn,   
    input [$clog2(Depth) - 1:0] wrAddr,   
    input [Width-1:0] wrData,   
    input [$clog2(Depth) - 1:0] rdAddr,
    output reg [Width-1:0] rdData
);
  reg [Width-1:0] mem[Depth-1:0];
  always @(posedge clk) begin
    if (wrEn) begin
      mem[wrAddr] <= wrData;
    end
  end
  always @(posedge clk) begin
    rdData <= mem[rdAddr];
  end
endmodule
==> run.sh <==
#!/bin/bash
# OpenROAD 26Q1-2900-gdf79404cd8, Yosys 0.63+post, stock flow scripts
make -C /OpenROAD-flow-scripts/flow DESIGN_CONFIG=/design/flow/config.mk WORK_HOME=/design/flow/orfs finish
==> config.mk <==
export PLATFORM = sky130hd
export DESIGN_NAME = ram
export DESIGN_NICKNAME = ram
export VERILOG_FILES = /design/flow/design.v
export SDC_FILE = /design/flow/constraint.sdc
export NUM_CORES = 4
export LEC_CHECK = 1
export CORE_UTILIZATION = 40
==> constraint.sdc <==
current_design ram

set clk_period 2.7
set clk_io_pct 0.2

create_clock -name clk0 -period $clk_period [get_ports {clk}]

set non_clock_inputs [all_inputs -no_clocks]
set_input_delay [expr $clk_period * $clk_io_pct] -clock clk0 $non_clock_inputs
set_output_delay [expr $clk_period * $clk_io_pct] -clock clk0 [all_outputs]
==> GITHUB_STEP_SUMMARY <==
### Yosys + OpenROAD results

| Metric | Value |
|---|---|
| Flop pwr share | 0.501 |
| Buffers plus inverters on the worst setup path | 2 |
| Slew Viols, Final | 0 |
| Static Leak | about 2.1 nW |
| Worst min path class | register to register |
| Final Skew | a little over 0.006 ns |
| CTS hold repair buffers | 0 |
| Distinct cells, synth | 19 |
| Crit path max-delay family | buffers and inverters |
| Max-capacitance violation count | 0 |
| Clk slew on worst S/H paths | around 0.05 ns |
| Number of global-route vias before repair | around 2.6k |
| Global route overflow | 0 |
| FP Core Util | 0.410 |
| Most frequent cells in the layout | edfxtp_1 (128), clkdlybuf4s50_1 (24), mux4_2 (18), buf_4 (18), clkbuf_16 (17) |
| Peak Freq | around 550 MHz |
| Area reported by Yosys stat | between 5000 and 6000 sq um |
| Layout area overhead | 21.6% |
| Inserted Clock Buffers | 17 |
| Slowest stage delay, CP | 0.51 ns |
| 1st-pass router iterations | 4 |
| Placement Cell Area | between 5000 and 6000 sq um |
| DRT iter0 DRCs | 72 |
| Hold slack | approximately 0.67 ns |
| Sw Share | 0.194 |
| Final core occ | 0.498 |
| Final HPWL DP | between 5000 and 6000 um |
| NetSw | 0.918 mW |
| Tool warnings | 25 |
| Core footprint | 12600 sq um |
| Crit path DAT | around 1.9 ns |
| Status | completed |
| CP max stage cell | clkdlybuf4s50_1 |
| Htree depth | 4 |
| Synthesized flop and latch total | 136 |
| CTS resizes | 0 |
| Routed WL | around 9400 um |
| Mapped Avg Cell Area | between 20 and 25 sq um |
| Cell area after synthesis | 5150 sq um |
| Number of diodes | 0 |
| Setup CP Type | input port to register |
| Post-Synthesis Cells | 229 |
| Cell taking the most area after synthesis | edfxtp_1 |
| TritonCTS Sinks | ~140 |
| Inst Count DP | approximately 440 |
| Final worst path period share | 0.669 |
| Share of the synthesized area in the top cell type | 0.747 |
| RSZ-0062 raised after global routing | false |
| First-pass GRT wire length | approximately 15000 um |
| DR WL/cell | around 20 um |
| Pin count of the biggest net entering global routing | 33 |
| Vias/cell | just over 5 |
| Synth warn | 1 |
| Yosys stat cell total | 229 |
| Worst slew pin tran | 0.614 ns |
| Vias | 2376 |
| Fraction of layout cells with a size suffix above 1 | 0.236 |
| Finished layout cell area | approximately 6300 sq um |
| Worst Slack Setup Final | 0.893 ns |
| Min Clock Period, post-route | between 1.5 and 2 ns |
| Startpoint Class | input port |
| Cell Chain, Critical Path | clkdlybuf4s50_1, or3b_2, nor3_1, buf_4 |
| Slew HR | 0.589 |
| Combinational Power Share | 0.050 |
| Largest cells by area | edfxtp_1 (75%), mux4_2 (7.9%), mux4_1 (7.1%), dfxtp_1 (3.1%), a22oi_1 (2.3%) |
| GRT Util Overall | 0.171 |
| DRC Markers | 0 |
| Final setup viols | 0 |
| Finished Layout Cells | around 470 |
| Placer Congestion | around 0.85 |
| Setup TNS Final | 0 ns |
| Row cnt | around 40 |
| Pwr Total | around 4.7 mW |
| Clock power frac | 0.450 |
| # IOs | 26 |
| CTS tree | yes |
| Critical Path RT | ~2.8 ns |
| Post-synthesis sequential area ratio | 0.778 |
| DIE AREA | between 10000 and 15000 sq um |
| Pint | between 3 and 4 mW |
| Worst IR Drop VDD | ~0.00064 V |
| Setup bufs post-CTS | 0 |
| Post-place setup slack | about 0.48 ns |
| Initial antenna violation count | 0 |
| Root Driver | clkbuf_16 |
| Clock buffer depth | 2 |
| Hold Violations, Final | 0 |
| IO buf count | 25 |
| Chip Height | between 100 and 150 um |
| Clk latency of the worst-skew pair | just over 0.4 ns |
| Crit. End Element | register |
| Most common logic cell in the routed design | edfxtp_1 |
| Die Width | 115 um |
| Final ANT Viol Nets | 0 |
| CP Max Fanout | 8 |
| Power Density | between 700 and 800 nW/um^2 |
[cells by family after synthesis]
kind of cell / count (synthesis) / share of synthesized area
muxes: 32 / 0.150
AOI/OAI and AO/OA: 16 / 0.0233
DFF: 136 / 0.778
and+or+nand+nor: 35 / 0.0318
buffers and inverters: 10 / 0.0168
[layout make-up]
| type | count | area [sq um] |
|---|---|---|
| flip-flops and latches | 136 | 4000 |
| multi-input cells | 83 | 1060 |
| fillers | 994 | 6310 |
| well taps | 172 | 215 |
| repair buffers | 45 | 420 |
| clock buffers | 17 | 425 |
| clock inverters | 15 | 135 |
[cell usage after synthesis]
master,number
nor3_1,4
nor2b_1,1
mux4_1,14
and2b_1,1
buf_4,1
or3b_2,1
nand3_1,1
clkdlybuf4s25_2,3
buf_6,3
edfxtp_1,128
nand2b_1,2
dfxtp_1,8
nand3b_1,2
and2_1,1
mux4_2,18
buf_2,3
a22oi_1,16
nand2_1,9
nor2_1,13
[state kept, by name, indices dropped and copies added (netlist names)]
| name | count |
|---|---|
| mem | 128 |
| rdData | 8 |
[power groups by stage]
stage                 combinational [mW]  clock (mW)  sequential [mW]
after global routing               0.261        2.27             2.38
final                              0.235        2.13             2.37
after CTS                          0.241        2.17             2.37
[final timing paths]
kind	startpoint	endpoint	slack (ns)	depth (start not counted)
max	wrEn	mem[0][2]$_DFFE_PP_	0.89	4
min	mem[8][1]$_DFFE_PP_	rdData[1]$_DFF_P_	0.67	3
max reg2reg	mem[1][3]$_DFFE_PP_	rdData[3]$_DFF_P_	1.22	3
min reg2reg	mem[8][1]$_DFFE_PP_	rdData[1]$_DFF_P_	0.67	3
[per-layer routing]
| metal | up-vias | GRT usage | routed length, um |
|---|---|---|---|
| met3 | 4 | 0.105 | 1050 |
| met2 | 115 | 0.243 | 4480 |
| met1 | 1179 | 0.262 | 3800 |
| li1 | 1078 | - | - |
| met4 | 0 | 0.0165 | 65 |
| met5 | - | 0 | 0 |
[worst min-delay path: stages (launching register included)]
cell and delay [ns]:
edfxtp_1 0.31, mux4_1 0.21, a22oi_1 0.08, nand2_1 0.05
No activity file was given, so power comes from the tool's default toggle rates.
