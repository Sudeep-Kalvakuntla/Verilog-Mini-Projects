===== constraint.sdc =====
current_design ripple_carry_adder

set clk_period 4.3
set clk_io_pct 0.2

create_clock -name clk0 -period $clk_period

set non_clock_inputs [all_inputs -no_clocks]
set_input_delay [expr $clk_period * $clk_io_pct] -clock clk0 $non_clock_inputs
set_output_delay [expr $clk_period * $clk_io_pct] -clock clk0 [all_outputs]

===== run.sh =====
#!/bin/bash
# OpenROAD 26Q1-2900-gdf79404cd8, Yosys 0.63+post, stock flow scripts
make -C /OpenROAD-flow-scripts/flow DESIGN_CONFIG=/design/flow/config.mk WORK_HOME=/design/flow/orfs finish

===== config.mk =====
export PLATFORM = sky130hd
export DESIGN_NAME = ripple_carry_adder
export DESIGN_NICKNAME = ripple_carry_adder
export VERILOG_FILES = /design/flow/design.v
export SDC_FILE = /design/flow/constraint.sdc
export NUM_CORES = 4
export LEC_CHECK = 1
export CORE_AREA = 10 10 70 70
export DIE_AREA = 0 0 80 80

===== design.v =====
module full_adder (
    output S,
    Cout,
    input  A,
    B,
    Cin
);
  assign {Cout, S} = A + B + Cin;
endmodule
module ripple_carry_adder (
    output wire [3:0] Sum,
    output wire Cout,
    input wire [3:0] A,
    B
);
  wire C1, C2, C3;
  full_adder U1 (
      Sum[0],
      C1,
      A[0],
      B[0],
      1'b0
  );
  full_adder U2 (
      Sum[1],
      C2,
      A[1],
      B[1],
      C1
  );
  full_adder U3 (
      Sum[2],
      C3,
      A[2],
      B[2],
      C2
  );
  full_adder U4 (
      Sum[3],
      Cout,
      A[3],
      B[3],
      C3
  );
endmodule

==> out/qor.yml <==
sta:
  tightest_slew_ps: 86.10
  min_period_ps: 3958
  max_freq_mhz: 252.6
  rsz0062_at_grt: "false"
  fin_ws_ps: 341.6
  hold_viol_final: 0
  tns_ps: 0
  setup_violations: 0
  slew_headroom: 0.9424
  post-route-period-util: 0.9206
  maxSlewViolCount: 0
layout:
  regArea_um2: 0
  final_common_cell: "clkdlybuf4s50_1"
  seq_cells: 0
  nClkBuffers: 0
  layout-drive-gt1-share: 0
  area_growth_pct: 112.5
  lay_top_cells: "clkdlybuf4s50_1, inv_1, fa_1"
critical_path:
  worst_path_largest_cell_delay_ps: 460
  crit_required_ps: 3440
  end_kind: "output port"
  critPathKind: "input port to output port"
  slowest_stage: "clkdlybuf4s50_1"
  critPathMostFrequentCell: "inv_1"
  cp_cell_sequence: "clkdlybuf4s50_1 > ha_1 > inv_1 > fa_1 > inv_1 > fa_1 > inv_1 > fa_1 > inv_1 > clkdlybuf4s50_1"
  crit_path_max_fanout: 1
  crit_path_start_kind: "input port"
  cp.arrival_ps: 3100
worst_hold_path:
  min_path_type: "input port to output port"
clock_network:
  cts_setup_buffers: 0
  cts_hold_buf: 0
  post_cts_resized: 0
placement:
  io_buffers: 13
  place_congestion: 0.7655
  hpwl_um: 402
  place_ws_ps: 282.7
floorplanning:
  rows: 21
  fp_util: 0.04103
  fp.dieW_um: 80
  die_h_um: 80
  io_pins: 13
  die_area_mm2: 0.006400
  fp.coreArea_mm2: 0.003416
synthesis:
  mux_area_frac: 0
  ys_warn_count: 0
  yosys.area_share.aoi: 0
  synth_cells: 18
  xor_share: 0
  simple_gate_area_frac: 0
  fa_ha_area_frac: 0.5179
  synth_cell_types: 4
  yosys_area_um2: 140.1
  synthesis.area_um2: 140.1
  synth_area_per_cell_um2: 7.785
  ys_seq_frac: 0
  ys_cells: 18
  ys_top_logic_family: "adder cells"
global_routing:
  antenna_found_initial: 0
  grt_pass1_vias: 146
  grt_pass1_wl_um: 696
  grt_max_degree: 2
  grt_overflow: 0
  grt_use_total: 0.01343
power_and_ir_drop:
  power_density_mw_per_mm2: 94.32
  cellLeakagePower_nw: 0.1317
  power_w: 0.00002809
  ir_worst_vdd_mv: 0.009679
route:
  vias_per_cell: 1.589
  num_antenna_cells: 0
  postRouteAntennaNets: 0
  routedWlPerCell_um: 5.479
  drtPass1Iterations: 1
  drc_errors: 0
  via_count: 116
  drt_iter0_drc: 0
  drt_wl_total_um: 400
job:
  drv_cap: 0
  tool_warnings: 32
run_status:
  status: "finished, final reports clean"
## critical path: cells and delay by family
kind	cells	cell delay (ps)
fa+ha+maj	4	1090
buf+inv	6	1160
## cell families after synthesis
group      Yosys count
buf+inv             14
fa+ha+maj            4
## synth_stat cells, drive strengths merged
library cell  number  area (µm²)
inv               10       37.54
buf                4       30.03
fa                 3       60.06
ha                 1       12.51
## layer usage
metal | up-vias | wire length (µm) | global-route usage
met5 | - | 0 | 0
met3 | 0 | 77 | 0.006818
met4 | 0 | 0 | 0
met1 | 49 | 160 | 0.01594
met2 | 8 | 162 | 0.02247
li1 | 59 | - | -
## area by class of cell
cell class         instances  area [µm²]
multi-input cells          4       72.57
well taps                 46       57.56
repair buffers            13       130.1
fillers                  407        3118
inverters                 10       37.54
## stage by stage
stage                     hold WS, ps  instances  cell area, µm²  utilization
after global placement           2752         73           297.8      0.08718
after global routing             2794         73           297.8      0.08718
after floorplan                  1893         18           140.1            -
after detailed placement         2751         73           297.8      0.08718
final                            2743         73           297.8      0.08718
after CTS                        2757         73           297.8      0.08718
## where the power goes
part	leakage, nW	switching (W)	internal, W
Clock	0	0	0
Sequential	0	0	0
Combinational	0.132	0.00000733	0.0000208
## final timing paths
| check | from | end | slack, ps | cells past startpoint |
|---|---|---|---|---|
| setup / recovery | A[0] | Sum[3] | 340 | 10 |
| hold / removal | B[0] | Sum[0] | 2740 | 3 |
No activity file was given, so power comes from the tool's default toggle rates.
