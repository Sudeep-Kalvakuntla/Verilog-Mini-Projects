==> design.v <==
module encoder (input wire [7:0] in,
                output wire [2:0] out);
  assign out =  (in == 8'b00000001) ? 3'b000 :
                (in == 8'b00000010) ? 3'b001 :
                (in == 8'b00000100) ? 3'b010 :
                (in == 8'b00001000) ? 3'b011 :
                (in == 8'b00010000) ? 3'b100 :
                (in == 8'b00100000) ? 3'b101 :
                (in == 8'b01000000) ? 3'b110 :
                (in == 8'b10000000) ? 3'b111 :
                8'bXX;
endmodule
==> run.sh <==
#!/bin/bash
# OpenROAD 26Q1-2900-gdf79404cd8, Yosys 0.63+post, stock flow scripts
make -C /OpenROAD-flow-scripts/flow DESIGN_CONFIG=/design/flow/config.mk WORK_HOME=/design/flow/orfs finish
==> config.mk <==
export PLATFORM = sky130hd
export DESIGN_NAME = encoder
export DESIGN_NICKNAME = encoder
export VERILOG_FILES = /design/flow/design.v
export SDC_FILE = /design/flow/constraint.sdc
export NUM_CORES = 4
export LEC_CHECK = 1
export CORE_AREA = 10 10 70 70
export DIE_AREA = 0 0 80 80
==> constraint.sdc <==
current_design encoder

set clk_period 1.9
set clk_io_pct 0.2

create_clock -name clk0 -period $clk_period

set non_clock_inputs [all_inputs -no_clocks]
set_input_delay [expr $clk_period * $clk_io_pct] -clock clk0 $non_clock_inputs
set_output_delay [expr $clk_period * $clk_io_pct] -clock clk0 [all_outputs]
==> flow_metrics.py <==
# Synthesis and PnR figures
metrics = {
    "placement": {
        "io_buffers": 11,
        "gp_congestion": 0.787,
        "dpl.cell_count": 75,
        "dpl.hpwl_um": 422,
    },
    "clock_network": {
        "postCtsHoldBufs": 0,
        "cts_setup_buffers": 0,
    },
    "routing": {
        "drt_pass1_iterations": 2,
        "ant_nets": 0,
        "vias": 185,
        "routedWlPerCell_um": 6.99,
        "drt_iter0_drc": 2,
        "via_per_inst": 2.47,
        "diodes": 0,
        "drc_errors": 0,
        "routed_wl_um": 524,
    },
    "min_path": {
        "hold_class": "in -> out",
    },
    "synthesis": {
        "synth_top_cell_by_area": "xnor2_1",
        "netlist.area_leader.share": 0.226,
        "netlist_area_sq_um": 116,
        "syn_inst": 17,
        "top_cell": "nor3_1",
        "synthAdderAreaFrac": 0,
        "postSynthAreaPerCell_sq_um": 6.84,
        "ys_cells": 17,
        "xor_share": 0.301,
        "synthTopCellsByCount": "nor3_1 (4), xnor2_1 (3), nand2b_1 (2), nor4_1 (2), o21ai_1 (2)",
        "ys_warn_count": 0,
        "ys_sh_simple": 0.473,
        "yosysUniqueCellTypes": 9,
        "mux_share": 0,
        "ys_area_sq_um": 116,
        "synth.top_cells.by_area": "xnor2_1 (23%), nor3_1 (17%), nand2b_1 (11%)",
        "yosysSeqAreaShare": 0,
        "synthAoiAreaFrac": 0.226,
        "top_logic_kind": "simple AND/OR/NAND/NOR gates",
    },
    "power_and_ir_drop": {
        "ir_drop_mv": 0.0154,
        "power_leakage_nw": 0.0895,
        "power.density_nw_per_um2": 145,
        "power_mw": 0.0448,
    },
    "worst_setup_path": {
        "crit_arrival_ns": 1.46,
        "path_cells": "clkdlybuf4s15_2 -> xor2_1 -> a32oi_1 -> clkdlybuf4s50_1",
        "path_class": "in -> out",
        "cp-end-kind": "primary output",
        "cp_top_family": "buffers and inverters",
        "crit_fanout": 4,
        "crit_slowest_cell": "clkdlybuf4s50_1",
        "cpPeakStageDelay_ns": 0.48,
        "cp_num_buf_inv": 2,
        "cp-start-kind": "primary input",
        "cp.required_ns": 1.52,
    },
    "layout": {
        "synthToLayoutAreaGrowth_pct": 166,
        "fin_cells": 75,
        "ff_count": 0,
        "postLayoutCoreUtil": 0.0905,
        "clockBufferCount": 0,
        "drive_gt1_frac": 0.517,
        "layout.area.seq_sq_um": 0,
    },
    "timing": {
        "finalClockPeriodUsage": 0.969,
        "setup_violations": 0,
        "relSlewSlack": 0.826,
        "tns_ns": 0,
        "rsz0062_at_grt": "no",
        "fin_crit_ns": 1.84,
        "hold_ws_ns": 1.10,
        "maxSlewViolCount": 0,
        "final_hold_viol_count": 0,
        "worst_pin_slew_ns": 0.260,
        "fmaxAchievable_mhz": 543,
    },
    "global_route": {
        "use_met3": 0.00341,
        "grtUsageMet1": 0.0191,
        "track_usage": 0.0148,
        "grt_max_degree": 6,
        "grt_pass1_vias": 179,
        "grt_pass1_wl_um": 814,
        "use_met2": 0.0257,
        "grt_busiest_layer": "met2",
        "gr-total-overflow": 0,
        "antenna_found_initial": 0,
    },
    "floorplan": {
        "rows": 21,
        "initial_core_util": 0.0341,
        "chip_area_sq_um": 6400,
        "io_pins": 11,
        "core_area_sq_um": 3420,
        "fp.dieW_um": 80,
        "fp.dieH_um": 80,
    },
    "run": {
        "maxCapViolations": 0,
        "warning_count": 32,
    },
    "status": {
        "status": "completed",
    },
}
==> kinds of logic (layout without fill, tap and decap cells) <==
logic type             count (synthesis)  count (layout)
AND-OR/OR-AND                          4               4
XOR/XNOR                               4               4
AND/OR/NAND/NOR                        9               9
buffers and inverters                  0              12
==> where the power goes <==
group / switching [mW] / internal (mW) / total, mW / leakage, nW
Sequential: 0 / 0 / 0 / 0
Combinational: 0.0224 / 0.0224 / 0.0448 / 0.0895
Clock: 0 / 0 / 0 / 0
==> layout by cell type, fill, tap and decap left out <==
master           instances
clkdlybuf4s15_2          1
clkbuf_2                 3
nor3_2                   3
xnor2_2                  2
xor2_1                   1
nor4_2                   2
nand2b_1                 2
buf_4                    1
dlygate4sd2_1            3
clkdlybuf4s50_1          1
nor3_1                   2
o21ai_1                  2
buf_2                    2
dlymetal6s2s_1           1
xnor2_1                  1
a211oi_2                 1
a32oi_1                  1
==> layout make-up <==
class | instances | area (sq um)
fill | 406 | 3110
multi-input combinational | 17 | 159
timing repair buffer | 12 | 92.6
tap | 46 | 57.6
==> repair_timing <==
action | 4_1_cts | 5_1_grt
gates resized | 20 | 11
pin swaps | 3 | 3
endpoints found under the setup margin | 3 | 2
==> path summary, 6_finish.rpt <==
kind,from,end,depth (start not counted)
setup / recovery,in[4],out[1],4
hold / removal,in[5],out[2],4
==> routing by layer <==
| metal | share of wire | vias up |
|---|---|---|
| li1 | - | 94 |
| met2 | 0.43 | 9 |
| met5 | 0 | - |
| met4 | 0 | 0 |
| met3 | 0.10 | 0 |
| met1 | 0.46 | 82 |
==> metrics by stage <==
step	cell area [sq um]	worst slack, ns
final	309	0.0584
after global routing	309	0.00243
after CTS	314	0.0115
after detailed placement	292	-0.305
after global placement	292	-0.327
after floorplan	116	0.743
Power figures rest on the tool's default switching activity, not on a simulated workload.
